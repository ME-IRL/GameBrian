File: flow/run.sh
#!/bin/bash
# OpenROAD 26Q1-2900-gdf79404cd8, Yosys 0.63+post, stock flow scripts
make -C /OpenROAD-flow-scripts/flow DESIGN_CONFIG=/design/flow/config.mk WORK_HOME=/design/flow/orfs finish
File: flow/config.mk
export PLATFORM = sky130hd
export DESIGN_NAME = SPI
export DESIGN_NICKNAME = SPI
export VERILOG_FILES = /design/flow/design.v
export SDC_FILE = /design/flow/constraint.sdc
export NUM_CORES = 4
export LEC_CHECK = 1
export CORE_UTILIZATION = 40
File: flow/constraint.sdc
current_design SPI

set clk_period 3.6
set clk_io_pct 0.2

create_clock -name clk0 -period $clk_period [get_ports {clk}]

set non_clock_inputs [all_inputs -no_clocks]
set_input_delay [expr $clk_period * $clk_io_pct] -clock clk0 $non_clock_inputs
set_output_delay [expr $clk_period * $clk_io_pct] -clock clk0 [all_outputs]
File: flow/design.v
interface Wishbone_bus #(
    WIDTH = 32
) (
    input clk,
    input rst
);
    logic [WIDTH-1:0]       adr;
    logic [WIDTH-1:0]       dat_miso;
    logic [WIDTH-1:0]       dat_mosi;
    logic [(WIDTH/8)-1:0] sel;
    logic we;
    logic stb;
    logic cyc;
    logic stall;
    logic ack;
    logic err;
    logic rty;
    modport M (
        input clk,
        input rst,
        output adr,
        input  dat_miso,
        output dat_mosi,
        output sel,
        output we,
        output stb,
        output cyc,
        input  stall,
        input  ack,
        input  err,
        input  rty
    );
    modport S (
        input clk,
        input rst,
        input  adr,
        output dat_miso,
        input  dat_mosi,
        input  sel,
        input  we,
        input  stb,
        input  cyc,
        output stall,
        output ack,
        output err,
        output rty
    );
endinterface
module SPI #(
    parameter CLK_FREQ = 200_000_000,
    parameter SPI_FREQ = 200_000
) (
    input wire clk,
    input wire rst,
    input wire [15:0] addr,
    input wire [7:0] mosi,
    output wire [7:0] miso,
    input wire write,
    output wire sd_cs,
    output wire sd_sck,
    output wire sd_mosi,
    input wire sd_miso,
    input wire sd_det,
    output wire [7:0] debug
);
    reg [7:0] spi_data;
    reg [7:0] spi_ctrl;
    initial begin
        spi_data <= 8'h0;
        spi_ctrl <= 8'h2;
    end
    assign miso = addr[0] ? {!sd_det, spi_ctrl[6:0]} : spi_data;
    reg clk200;
    integer toggle_val = (CLK_FREQ/SPI_FREQ/2)-1;
    reg [$clog2(CLK_FREQ/SPI_FREQ/2):0] counter;
    initial begin
        counter <= 0;
        clk200 <= 0;
    end
    always @(posedge clk or posedge rst) begin
        if(rst) begin
            counter <= 0;
            clk200 <= 0;
        end else begin
            if(counter == toggle_val) begin
                counter <= 0;
                clk200 <= !clk200;
            end else begin
                counter <= counter+1;
            end
        end
    end
    wire busy = spi_ctrl[0];
    reg sBusy;
    initial sBusy <= 0;
    assign sd_cs = spi_ctrl[1];
    assign sd_sck = sBusy ? clk200 : 0;
    assign sd_mosi = sBusy ? spi_data[7] : 1;
    wire neg = (counter == 0) && !clk200;
    wire pos = (counter == 0) && clk200;
    reg prev_write;
    always @(posedge clk) begin
        prev_write <= write;
    end
    wire wr_pos = !prev_write && write;
    reg [2:0] send_counter;
    reg in_buf;
    always @(posedge clk or posedge rst) begin
        if(rst) begin
            spi_data <= 8'h0;
            spi_ctrl <= 8'h2;
            send_counter <= 3'b000;
            in_buf <= 0;
            sBusy <= 0;
        end else if(write) begin
            if(addr[0])
                spi_ctrl <= mosi;
            else
                spi_data <= mosi;
        end else if(neg) begin
            sBusy <= busy;
            if(sBusy) begin
                spi_data <= {spi_data[6:0], in_buf};
                send_counter <= send_counter + 1;
                if(send_counter == 3'b111) begin
                    spi_ctrl <= {spi_ctrl[7:1], 1'b0};
                    sBusy <= 0;
                end
            end
        end else if(pos && sBusy) begin
            in_buf <= sd_miso;
        end
    end
endmodule
==> summary.txt <==
The synthesis and PnR run went through. X dimension of the die landed at around 66 um. Per the detail_route report, DRC violations left total 0. The final layout report lists a filler cell count of between 300 and 400.

Hold buffer count at cts landed at 0. The total area inside the core boundary comes to 3799 um^2. After clock tree synthesis, the clock-pin slew on the worst setup and hold paths is 60 ps. Number of placement rows landed at 22. Sequential cell area in the final layout landed at 777.0 um^2. The clock H-tree reported by CTS has 2 levels. Post-synth tally of flip-flops with integrated enable landed at 0. Detailed-router iteration count before antenna repair landed at 3.

Total overflow reported by the global router landed at 0. Average vias per placed instance landed at between 4 and 5. For this block, the via count after detailed routing is 1,037. The logs give a warning total of 41.

Sum of net half-perimeters after detailed placement landed at approximately 2000 um. The min-delay analysis places its worst path in the category reg2reg. Traced cell by cell, the critical path runs through clkdlybuf4s50_1 -> mux2_2 -> clkdlybuf4s50_1. After detailed routing, the total wire length is about 2800 um. Maximum count of clock buffers along a single path landed at 2.

Setup total negative slack landed at 0 ps. The tree is rooted in a sky130_fd_sc_hd__clkbuf_8. End-of-flow core utilization landed at between 50% and 60%.

At the floorplan stage, the core utilization is reported as between 40% and 50%. Largest clock skew in the final design landed at around 6.8 ps. Maximum clock rate landed at about 330 MHz. The flow ran to the end, and the final reports show no timing, DRC or antenna violations. Total setup violations reported at the end of the flow landed at 0. For reference, the top cells by count after synthesis are sky130_fd_sc_hd__mux2_2 (31), sky130_fd_sc_hd__dfrtp_1 (30), sky130_fd_sc_hd__buf_4 (8), sky130_fd_sc_hd__nand2_1 (7), sky130_fd_sc_hd__nor2_1 (7). TritonCTS built the clock tree. First-pass GRT wire length landed at approximately 4800 um. Dividing the synthesized area by the synthesized cell count gives between 10 and 15 um^2. Post-synthesis, Yosys gives the total cell area as 1642 um^2. After technology mapping, the gate count stands at approximately 140. By area the synthesized netlist is led by sky130_fd_sc_hd__dfrtp_1 (46%), sky130_fd_sc_hd__mux2_2 (21%), sky130_fd_sc_hd__buf_4 (3.7%).

Proportion of layout cells with a drive suffix above 1 landed at around 28%. In this run, the number of DRC markers left after iteration 0 of detailed routing was 18. The worst setup path is of the in2out kind.

According to the floorplan report, the die height is approximately 66 um. The number of global-route vias before repair was about 1,100. Initial antenna violation count landed at 0. Number of warnings reported in the yosys synthesis log landed at 9.

The area growth from synthesis to layout is 20.88%. Setup repair after global routing left no endpoint under its margin. STA classifies the critical path startpoint as a primary input.

In this run, synthesis produced a sequential element count of 31. Yosys reported that registers with async set or reset make up 100.0%. Sink count of the clock tree landed at 31. Number of placed I/O pins landed at ~48. Among all stages on the critical path, the largest delay is contributed by sky130_fd_sc_hd__clkdlybuf4s50_1. Clock tree synthesis inserted a total of 5 buffers. Largest fanout on the critical path landed at 9.

Area used by multi-input combinational logic landed at 788.3 um^2. The most frequently used library cell after synthesis is sky130_fd_sc_hd__mux2_2. The worst path uses roughly 83% of the clock period.

Number of slew-limit violations in the final report landed at 0. Total die size landed at 4364 um^2. Number of gates resized after cts landed at 0. Peak supply drop landed at just under 0.0003 V. Netlist area before placement landed at about 1600 um^2. Actual slew at the worst max-slew pin landed at 502.7 ps. Share of the synthesized area in the top cell type landed at a little under half.

Static power due to leakage landed at between 0.8 and 0.9 nW. STA classifies the critical path endpoint as an output pin. Time the final worst path needs with I/O delays and setup landed at ~3000 ps. Setup slack at placement landed at about 600 ps. For the worst-skew pair, the clock arrives at the later sink with an insertion delay of roughly 280 ps. Per Yosys stat, the portion of area used by sequential elements is 47.33%. At the worst endpoint, the arrival time is around 2300 ps. Summed over all instances, the cell type with the most area after synthesis is sky130_fd_sc_hd__dfrtp_1. Pin count of the biggest net entering global routing landed at 32. For this design the ratio of total power to cell area is between 400 and 500 nW/um^2. Count of input and output buffers landed at 24. The count of nets left with antenna violations once routing finished came out at 0. Yosys cell count landed at around 140.

Among all flip-flop cells after synthesis, the most frequent one is sky130_fd_sc_hd__dfrtp_1. Wire length per cell landed at about 13 um. The run reported a max-capacitance violation count of 0. Per the synthesis report, the number of distinct cell types is 32.

Per STA, the library cell used most along the worst path is sky130_fd_sc_hd__clkdlybuf4s50_1. Setup fix buffers added after clock tree synthesis landed at 0. Among all stages on the critical path, the maximum delay recorded is roughly 730 ps. Total routing usage reported by global routing landed at 14.89%. Normalized max-slew margin landed at about two thirds. Last weighted congestion value of the routability-driven placer landed at 0.7616. Number of hold violations in the final report landed at 0. Required arrival time at the worst endpoint landed at 2880 ps. For this run, the script counts the antenna cells in the layout as 0. Once routing completed, OpenROAD measured the worst setup slack at slightly above 600 ps.
-- critical path: cells and delay by family --
family / cells / cell delay [ps]
buffers and inverters: 2 / 1150
muxes: 1 / 390
-- metal layers --
metal  vias to the layer above  wire [um]  global-route usage, %
met1                       503       1269                  19.87
met3                         4        105                  3.147
met2                        17       1403                  25.89
met5                         -          0                      0
li1                        513          -                      -
met4                         0         27                  2.128
-- kinds of logic (layout without fill, tap and decap cells) --
family	after synthesis	in the layout	synth area share, %
other	1	8	0.2284
AND-OR/OR-AND	9	9	4.878
multiplexers	35	35	23.70
XOR/XNOR	8	8	4.268
flip-flops	31	31	47.33
buffers and inverters	17	40	6.249
adder cells (fa/ha/maj)	4	4	3.049
AND/OR/NAND/NOR	30	30	10.29
-- power breakdown --
| group | internal (mW) | switching [mW] | leakage [nW] | total, mW |
|---|---|---|---|---|
| Combinational | 0.0995 | 0.0405 | 0.448 | 0.140 |
| Sequential | 0.384 | 0.0197 | 0.391 | 0.403 |
| Clock | 0.135 | 0.117 | 0.0422 | 0.253 |
| Total | 0.618 | 0.178 | 0.881 | 0.796 |
-- sequential cells by signal, summed over array words and instances, names as in the netlist --
name,flops
spi_ctrl,7
counter,10
clk200,1
spi_data,8
sBusy,1
send_counter,3
in_buf,1
-- area by class of cell --
| class | instances | area share (%) |
|---|---|---|
| clock buffers | 7 | 3.846 |
| clock inverters | 1 | 0.2522 |
| inverters | 6 | 1.135 |
| multi-input cells | 94 | 39.72 |
| flip-flops and latches | 31 | 39.16 |
| well taps | 48 | 3.026 |
| repair buffers | 26 | 12.86 |
-- cell usage in the layout (no fill, tap or decap), drive strengths merged, types with 4 or more instances in the layout --
cell and count:
clkbuf 7, nand2 7, xnor2 6, mux2 31
dfrtp 30, nor2 7, nand3 5, conb 8
ha 4, mux2i 4, inv 6, clkdlybuf4s50 24
-- path summary, 6_finish.rpt --
| check | start | to | slack (ps) | depth (start not counted) |
|---|---|---|---|---|
| max in group asynchronous | rst | spi_ctrl[1]$_DFFE_PP1P_ | 2450 | 3 |
| worst max-delay path | addr[0] | miso[1] | 610 | 3 |
| worst max register to register | counter[0]$_DFF_PP0_ | spi_data[1]$_DFFE_PP0P_ | 1670 | 6 |
| worst min register to register | send_counter[0]$_DFFE_PP0P_ | send_counter[0]$_DFFE_PP0P_ | 480 | 1 |
| worst min-delay path | send_counter[0]$_DFFE_PP0P_ | send_counter[0]$_DFFE_PP0P_ | 480 | 1 |
| min in group asynchronous | rst | counter[3]$_DFF_PP0_ | 830 | 3 |
-- through the flow --
stage          cells  hold slack [ps]  power (mW)  cell area [um^2]
5_1_grt          213            513.2      0.8493              1984
4_1_cts          213            491.2      0.8120              1984
3_3_place_gp     205            466.5      0.5481              1903
6_report         213            481.8      0.7958              1984
2_1_floorplan    142            452.8      0.4828              1668
3_5_place_dp     205            482.4      0.5522              1903
No activity file was given, so power comes from the tool's default toggle rates.
